==> ./design.v <==
`timescale 1ns / 1ps
module CP0(
    input clk,
    input reset,
    input en,
    input [4:0] CP0Add,
    input [31:0] CP0In,
    input [31:0] VPC, 
    input BDIn,
    input [4:0] ExcCodeIn,
    input [5:0] HWInt,
    input EXLClr,
    output [31:0] CP0Out,
    output [31:0] EPCOut,
    output Req
    );
parameter SR=5'd12,Cause=5'd13,EPC=5'd14;
reg [31:0] CP[12:14];
wire [4:0] ExcCode;
assign ExcCode=(|HWInt)?5'd0:ExcCodeIn;
wire error;
assign error=(|ExcCodeIn) | (CP[SR][0] & (~CP[SR][1])  & ((CP[SR][15]&HWInt[5]) | (CP[SR][14]&HWInt[4]) | (CP[SR][13]&HWInt[3]) | (CP[SR][12]&HWInt[2]) | (CP[SR][11]&HWInt[1]) | (CP[SR][10]&HWInt[0])));
initial begin
CP[SR]<=0;
CP[Cause]<=0;
CP[EPC]<=0;
end
always @(posedge clk) begin
       if(reset) begin
		       CP[SR]<=0;
             CP[Cause]<=0;
             CP[EPC]<=0;
		 end
		 else begin
		       if(en & ~error) begin
		             CP[CP0Add]<=CP0In;
		       end
		       if(error) CP[SR][1]<=1;
				 if(EXLClr) CP[SR][1]<=0;
				 if(error) CP[Cause][31]<=BDIn;
				 CP[Cause][15:10]<=HWInt;
				 if(error) CP[Cause][6:2]<=ExcCode;
				 if(error) begin
				       if(BDIn) CP[EPC]<=VPC-4;
				       else CP[EPC]<=VPC;
				 end
		 end
end
assign CP0Out=CP[CP0Add];
assign EPCOut=CP[EPC];
assign Req=	error;	  
endmodule
==> ./run.sh <==
#!/bin/bash
# OpenROAD 26Q1-2900-gdf79404cd8, Yosys 0.63+post, stock flow scripts
make -C /OpenROAD-flow-scripts/flow DESIGN_CONFIG=/design/flow/config.mk WORK_HOME=/design/flow/orfs finish
==> ./config.mk <==
export PLATFORM = sky130hd
export DESIGN_NAME = CP0
export DESIGN_NICKNAME = CP0
export VERILOG_FILES = /design/flow/design.v
export SDC_FILE = /design/flow/constraint.sdc
export NUM_CORES = 4
export LEC_CHECK = 1
export CORE_UTILIZATION = 40
==> ./constraint.sdc <==
current_design CP0

set clk_period 10.5
set clk_io_pct 0.2

create_clock -name clk0 -period $clk_period [get_ports {clk}]

set non_clock_inputs [all_inputs -no_clocks]
set_input_delay [expr $clk_period * $clk_io_pct] -clock clk0 $non_clock_inputs
set_output_delay [expr $clk_period * $clk_io_pct] -clock clk0 [all_outputs]
==> flow_metrics.env <==
# flow metrics
export IMPL_status="finished, final reports clean"
export IMPL_crit_buf_inv=3
export IMPL_synth_top_cell_by_count="edfxtp_1"
export IMPL_dp_cells=716
export IMPL_power_density_nw_per_um2=150.6
export IMPL_combPwrFrac_pct=10.5
export IMPL_stdcell_count=748
export IMPL_slew_headroom_pct=46.36
export IMPL_fin_ws_ns=4.385
export IMPL_top_regs="CP x128"
export IMPL_clk_root_buffer_cell="clkbuf_16"
export IMPL_cp_arrival_ns=4.02
export IMPL_endpoint="Req"
export IMPL_power_w=0.001270
export IMPL_reg2reg_depth=6
export IMPL_p_int_w=0.001015
export IMPL_top_area_share_pct=58.96
export IMPL_post_cts_buffers=0
export IMPL_slew_violations=0
export IMPL_ant_nets=0
export IMPL_core_um2=15200
export IMPL_grt_pass1_vias=4219
export IMPL_grt_setup_unrepaired="no"
export IMPL_drt_iter0_drc=181
export IMPL_area_growth_pct=35.74
export IMPL_final_min_clock_period_ns=6.115
export IMPL_rr_startpoint="CP[12][11]$_SDFFCE_PN0P_"
export IMPL_netlist_instances=396
export IMPL_finClkSkew_ns=0.007806
export IMPL_r2r_slack_ns=7.76
export IMPL_fin_crit_sh_pct=58.24
export IMPL_synth_cell_type_count=46
export IMPL_clockBufferDepth=2
export IMPL_fmax_mhz=163.5
export IMPL_grt_start_max_net_pins=37
export IMPL_swShare_pct=20.13
export IMPL_cpPeakStageDelay_ns=0.51
export IMPL_chipWidth_um=126.6
export IMPL_via_per_inst=5.475
export IMPL_start_kind="primary input"
export IMPL_regMostFlops="CP"
export IMPL_hpwl_mm=10.21
export IMPL_syn_area_um2=6213
export IMPL_netSwitchingPower_w=0.0002557
export IMPL_startpoint="HWInt[1]"
export IMPL_path_cells="clkdlybuf4s50_1 > a22oi_1 > a311oi_4 > nor2_1 > inv_1 > clkdlybuf4s50_1"
export IMPL_synthTopCellsByArea="edfxtp_1 59%, mux4_2 12%, and2_1 5.2%, a22o_1 5.2%, xor2_1 2.4%"
export IMPL_tool_warnings=26
export IMPL_die_h_um=126.6
export IMPL_holdBufCountCts=0
export IMPL_yosys_stat_cells=396
export IMPL_grt_remaining_overflow=0
export IMPL_setup_tns_ns=0
export IMPL_rows=45
export IMPL_gp_congestion=0.7973
export IMPL_cts_buffers=17
export IMPL_min_path_type="reg2reg"
export IMPL_drive_gt1_share_pct=15.36
export IMPL_fp_util_pct=40.87
export IMPL_yosys_stat_seqShare_pct=60.89
export IMPL_fin_util_pct=55.48
export IMPL_wl_per_cell_um=20.71
export IMPL_numClockSinks=128
export IMPL_antenna_found_initial=0
export IMPL_endpoint_kind="output port"
export IMPL_cts_resized=0
export IMPL_drt_total_wl_mm=15.49
export IMPL_power_leakage_nw=3.030
export IMPL_cts_tree="yes"
export IMPL_ir_drop_mv=0.1139
export IMPL_ys_warn_count=1
export IMPL_track_usage_pct=21.73
export IMPL_pwr_share_seq_pct=45.9
export IMPL_largest_area_cell="edfxtp_1"
export IMPL_portBuffers=148
export IMPL_edf_count=122
export IMPL_min_from="CP[12][1]$_DFFE_PP_"
export IMPL_worst_pin_slew_ns=0.8046
export IMPL_ys_async_sr_fraction_pct=0
export IMPL_reg2reg_to="CP[14][16]$_DFFE_PP_"
export IMPL_chipArea_um2=16040
export IMPL_num_vias=4095
export IMPL_cap_viol_max_count=0
export IMPL_finalSetupViolCount=0
export IMPL_avgSynthCellArea_um2=15.69
export IMPL_firstDrtPassIters=4
export IMPL_htreeDepth=4
export IMPL_drc=0
export IMPL_required_ns=8.40
export IMPL_grt_first_pass_wirelength_mm=23.90
export IMPL_worst_path_stages=6
export IMPL_cp_common_cell="clkdlybuf4s50_1"
export IMPL_ys_ff=128
export IMPL_slowest_stage="clkdlybuf4s50_1"
export IMPL_fill_cells=1169
export IMPL_ys_area_um2=6213
export IMPL_common_cells="122 x edfxtp_1, 52 x and2_1, 37 x a22o_1, 32 x mux4_2, 17 x xor2_1"
export IMPL_io_pins=150
export IMPL_antenna_cells=0
export IMPL_clkSlewWorstSetupHoldPaths_ns=0.05
export IMPL_crit_family="buffers and inverters"
export IMPL_critical_path_class="in2out"
export IMPL_yosys_most_used_dff="edfxtp_1"
export IMPL_clkPwrFrac_pct=43.6
export IMPL_dp_slack_ns=4.403
export IMPL_insertion_delay_ns=0.41
export IMPL_largest_register_ffs=128
export IMPL_crit_path_max_fanout=5
export IMPL_final_hold_viol_count=0
logic make-up (layout without fill, tap and decap cells):
kind of cell    after synthesis  after routing  synth area share (%)
compound gates               46             46                 6.585
buf+inv                      29            193                 2.195
mux                          32             32                 11.60
fa+ha+maj                     1              1                0.2013
flops                       128            128                 60.89
simple gates                131            131                 14.44
xor+xnor                     29             29                 4.088
power groups by stage:
stage	combinational [W]	clock (W)	sequential, W
final	0.000134	0.000553	0.000583
after global routing	0.000144	0.000585	0.000585
after CTS	0.000135	0.000563	0.000583
area by class of cell:
type	instances	area, µm²	share of cell area, %
Inverter	4	15.01	0.1780
Clock buffer	25	465.4	5.518
Tap cell	188	235.2	2.789
Sequential cell	128	3784	44.86
Clock inverter	7	87.58	1.038
Timing Repair Buffer	157	1539	18.25
Multi-Input combinational cell	239	2308	27.37
metrics by stage:
step	hold slack, ns	area [µm²]
finish	0.9928	8434
global route	1.044	8434
CTS	0.9951	8434
detailed placement	0.9887	7881
global placement	0.9763	7881
floorplan	0.8489	6213
routing by layer:
| metal | global-route usage (%) | vias to the layer above | wire length [µm] |
|---|---|---|---|
| li1 | - | 1876 | - |
| met1 | 30.89 | 1987 | 6171 |
| met2 | 33.67 | 210 | 7545 |
| met3 | 10.23 | 22 | 1528 |
| met4 | 2.835 | 0 | 244 |
| met5 | 0 | - | 0 |
worst register-to-register path: cells and delay by family, from the launching register on:
family,cells,cell delay [ns]
and+or+nand+nor,3,1.06
AOI/OAI and AO/OA,2,0.57
DFF,1,0.38
buffers and inverters,1,0.40
layout by cell type, fill, tap and decap left out, types with 2 or more instances in the layout:
| cell type | instances |
|---|---|
| clkdlybuf4s50_1 | 146 |
| edfxtp_1 | 122 |
| and2_1 | 52 |
| a22o_1 | 37 |
| mux4_2 | 32 |
| xor2_1 | 17 |
| clkbuf_16 | 17 |
| xnor2_1 | 12 |
| nor3_1 | 10 |
| nor2_1 | 9 |
| buf_4 | 9 |
| nor2b_1 | 7 |
| clkbuf_1 | 7 |
| dfxtp_1 | 6 |
| nand2_1 | 6 |
| nand3_1 | 5 |
| nor4_2 | 5 |
| nor4_1 | 5 |
| inv_1 | 4 |
| or2_2 | 4 |
| nand2b_1 | 4 |
| clkinv_2 | 4 |
| a22oi_1 | 3 |
| and4bb_1 | 3 |
| or3_1 | 3 |
| nor4b_4 | 2 |
| a21oi_1 | 2 |
| nand4b_1 | 2 |
| and4_1 | 2 |
| nand4_1 | 2 |
| bufinv_16 | 2 |
| buf_2 | 2 |
worst min-delay path by stage:
| stage | end | slack (ns) | cells past startpoint |
|---|---|---|---|
| 4_1_cts | CP[14][10]$_DFFE_PP_ | 1.0 | 3 |
| 5_1_grt | CP[14][10]$_DFFE_PP_ | 1.04 | 3 |
| 6_report | CP[14][10]$_DFFE_PP_ | 0.99 | 3 |
No activity file was given, so power comes from the tool's default toggle rates.
