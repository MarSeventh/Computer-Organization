==> /design/flow/design.v <==
`timescale 1ns / 1ps
module FORWARD(
	 input [31:0] OP_D_i,
	 input [31:0] OP_E_i,
	 input [31:0] OP_M_i,
	 input E_regWrite,
	 input M_regWrite,
	 input W_regWrite,
	 input [4:0] E_A3,
	 input [4:0] M_A3,
	 input [4:0] W_A3,
	 output [1:0] RD1_sel,
	 output [1:0] RD2_sel,
	 output [1:0] ALU_Asel,
	 output [1:0] ALU_Brdsel,
	 output DM_datasel,
	 output [1:0] RD2_E_osel,
	 output freeze
    );
wire [31:0] OP_D,OP_E,OP_M;
wire [1:0] Ex_Tnew,Me_Tnew,M_Tnew,Wr_Tnew,W_Tnew;
assign OP_D=OP_D_i;
assign OP_E=OP_E_i;
assign OP_M=OP_M_i;
wire R_D,I_D,Br_D,Ju_D;
wire R_E,I_E,Br_E,Ju_E;
wire R_M,I_M,Br_M,Ju_M;
wire add_D,sub_D,ori_D,lw_D,sw_D,lui_D,beq_D,j_D,jal_D,jr_D;
wire add_E,sub_E,ori_E,lw_E,sw_E,lui_E,beq_E,j_E,jal_E,jr_E;
wire add_M,sub_M,ori_M,lw_M,sw_M,lui_M,beq_M,j_M,jal_M,jr_M;
assign add_D=(OP_D[31:26]==6'b000000 && OP_D[5:0]==6'b100000)? 1:0;
assign sub_D=(OP_D[31:26]==6'b000000 && OP_D[5:0]==6'b100010)? 1:0;
assign ori_D=(OP_D[31:26]==6'b001101)? 1:0;
assign lw_D=(OP_D[31:26]==6'b100011)? 1:0;
assign sw_D=(OP_D[31:26]==6'b101011)? 1:0;
assign lui_D=(OP_D[31:26]==6'b001111)? 1:0;
assign beq_D=(OP_D[31:26]==6'b000100)? 1:0;
assign j_D=(OP_D[31:26]==6'b000010)? 1:0;
assign jal_D=(OP_D[31:26]==6'b000011)? 1:0;
assign jr_D=(OP_D[31:26]==6'b000000 && OP_D[5:0]==6'b001000)? 1:0;
assign R_D=add_D|sub_D;
assign I_D=ori_D|lui_D;
assign Br_D=beq_D;
assign Ju_D=j_D|jal_D;
assign add_E=(OP_E[31:26]==6'b000000 && OP_E[5:0]==6'b100000)? 1:0;
assign sub_E=(OP_E[31:26]==6'b000000 && OP_E[5:0]==6'b100010)? 1:0;
assign ori_E=(OP_E[31:26]==6'b001101)? 1:0;
assign lw_E=(OP_E[31:26]==6'b100011)? 1:0;
assign sw_E=(OP_E[31:26]==6'b101011)? 1:0;
assign lui_E=(OP_E[31:26]==6'b001111)? 1:0;
assign beq_E=(OP_E[31:26]==6'b000100)? 1:0;
assign j_E=(OP_E[31:26]==6'b000010)? 1:0;
assign jal_E=(OP_E[31:26]==6'b000011)? 1:0;
assign jr_E=(OP_E[31:26]==6'b000000 && OP_E[5:0]==6'b001000)? 1:0;
assign R_E=add_E|sub_E;
assign I_E=ori_E|lui_E;
assign Br_E=beq_E;
assign Ju_E=j_E|jal_E;
assign add_M=(OP_M[31:26]==6'b000000 && OP_M[5:0]==6'b100000)? 1:0;
assign sub_M=(OP_M[31:26]==6'b000000 && OP_M[5:0]==6'b100010)? 1:0;
assign ori_M=(OP_M[31:26]==6'b001101)? 1:0;
assign lw_M=(OP_M[31:26]==6'b100011)? 1:0;
assign sw_M=(OP_M[31:26]==6'b101011)? 1:0;
assign lui_M=(OP_M[31:26]==6'b001111)? 1:0;
assign beq_M=(OP_M[31:26]==6'b000100)? 1:0;
assign j_M=(OP_M[31:26]==6'b000010)? 1:0;
assign jal_M=(OP_M[31:26]==6'b000011)? 1:0;
assign jr_M=(OP_M[31:26]==6'b000000 && OP_M[5:0]==6'b001000)? 1:0;
assign R_M=add_M|sub_M;
assign I_M=ori_M|lui_M;
assign Br_M=beq_M;
assign Ju_M=j_M|jal_M;
wire [1:0] rs_Tuse,rt_Tuse;
wire rs_stall,rt_stall;
assign rs_Tuse=(Br_D|jr_D)?2'b00:
               (R_D|I_D|lw_D|sw_D)?2'b01:2'b11;
assign rt_Tuse=(Br_D)?2'b00:
               (R_D)?2'b01:
					(sw_D)?2'b10:2'b11;
assign rs_stall=((OP_D[25:21]==E_A3 && E_A3!=0 && rs_Tuse<Ex_Tnew && E_regWrite==1) || (OP_D[25:21]==M_A3 && M_A3!=0 && M_regWrite==1 && rs_Tuse<Me_Tnew))?1:0;
assign rt_stall=((OP_D[20:16]==E_A3 && E_A3!=0 && rt_Tuse<Ex_Tnew && E_regWrite==1) || (OP_D[20:16]==M_A3 && M_A3!=0 && M_regWrite==1 && rt_Tuse<Me_Tnew))?1:0;
assign freeze=rs_stall|rt_stall;
assign Ex_Tnew=(R_E|I_E)?2'b01:
               (lw_E|jal_E)?2'b10:2'b00;
assign Me_Tnew=(lw_M|jal_M)?2'b01:2'b00;   
assign M_Tnew=Me_Tnew;	
assign Wr_Tnew=2'b00;
assign W_Tnew=Wr_Tnew;
assign RD1_sel=(OP_D[25:21]==M_A3 && M_A3!=0 && M_regWrite==1 && M_Tnew==0)?2'b10:
               (OP_D[25:21]==W_A3 && W_A3!=0 && W_regWrite==1)?2'b01:2'b00;              
assign RD2_sel=(OP_D[20:16]==M_A3 && M_A3!=0 && M_regWrite==1 && M_Tnew==0)?2'b10:
               (OP_D[20:16]==W_A3 && W_A3!=0 && W_regWrite==1)?2'b01:2'b00;             
assign ALU_Asel=(OP_E[25:21]==M_A3 && M_A3!=0 && M_Tnew==0 && M_regWrite==1)?2'b10:
                (OP_E[25:21]==W_A3 && W_A3!=0 && W_Tnew==0 && W_regWrite==1)?2'b01:2'b00;
assign ALU_Brdsel=(OP_E[20:16]==M_A3 && M_A3!=0 && M_Tnew==0 && M_regWrite==1)?2'b10:
                  (OP_E[20:16]==W_A3 && W_A3!=0 && W_Tnew==0 && W_regWrite==1)?2'b01:2'b00;
assign DM_datasel=(OP_M[20:16]==W_A3 && W_A3!=0 && W_Tnew==0 && W_regWrite==1)?1:0;
assign RD2_E_osel=(OP_E[20:16]==M_A3 && M_A3!=0 && M_Tnew==0 && M_regWrite==1)?2'b10:
                  (OP_E[20:16]==W_A3 && W_A3!=0 && W_Tnew==0 && W_regWrite==1)?2'b01:2'b00;
endmodule
==> /design/flow/run.sh <==
#!/bin/bash
# OpenROAD 26Q1-2900-gdf79404cd8, Yosys 0.63+post, stock flow scripts
make -C /OpenROAD-flow-scripts/flow DESIGN_CONFIG=/design/flow/config.mk WORK_HOME=/design/flow/orfs finish
==> /design/flow/config.mk <==
export PLATFORM = sky130hd
export DESIGN_NAME = FORWARD
export DESIGN_NICKNAME = FORWARD
export VERILOG_FILES = /design/flow/design.v
export SDC_FILE = /design/flow/constraint.sdc
export NUM_CORES = 4
export LEC_CHECK = 1
export CORE_AREA = 10 10 106 106
export DIE_AREA = 0 0 116 116
==> /design/flow/constraint.sdc <==
current_design FORWARD

set clk_period 2.5
set clk_io_pct 0.2

create_clock -name clk0 -period $clk_period

set non_clock_inputs [all_inputs -no_clocks]
set_input_delay [expr $clk_period * $clk_io_pct] -clock clk0 $non_clock_inputs
set_output_delay [expr $clk_period * $clk_io_pct] -clock clk0 [all_outputs]
==> flow_summary.yaml <==
# physical design summary
setup_path:
  critPathMostFrequentCell: "or3_4"
  largest_driver_fanout_on_the_critical_path: 2
  timing.critical_path.max_delay_family: "simple AND/OR/NAND/NOR gates"
  cpMaxStageDelayCell: "or3_4"
  critical_path_class: "in2out"
  worst-endpoint-required_ns: 2.00
  timing.critical_path.from_type: "primary input"
  worst_setup_path_end_kind: "output pin"
  critical_path.n_buffers_inverters: 2
  delay_of_the_slowest_cell_on_the_worst_path_ns: 0.39
  worstPathCellList: "buf_6 -> or3_4 -> or3_4 -> nor2_4 -> a211oi_2 -> ha_1 -> o41ai_2 -> a22o_1 -> a21o_1 -> buf_2"
  cp_data_arrival_time_ns: 2.28
layout:
  register_area_um2: 0
  postLayoutCellArea_um2: 2460
  n_fill_cell: 924
  most_frequently_placed_logic_cells_in_the_final_layout: "44 x buf_4, 35 x clkdlybuf4s50_1, 34 x xor2_1, 25 x dlygate4sd2_1, 21 x xnor2_1"
  final_layout_size_suffix_gt1_share_pct: 42.4
  nClkBuffers: 0
  sequential_cell_count_of_the_final_layout: 0
  final_common_cell: "buf_4"
  synthToLayoutAreaGrowth_pct: 136
floorplanning:
  fp_util_pct: 11.8
  design.die.area_um2: 13500
  rows: 34
  design.core.area_um2: 8850
  chipWidth_um: 116
  io_pins: 126
  die.size.y_um: 116
power_and_ir_drop:
  power.combinational.fraction_pct: 100.0
  power.switching_mw: 0.142
  power.share.clock_pct: 0
  switching_share_pct: 41.4
  part_of_the_power_in_registers_pct: 0
  power.density_nw_per_um2: 139
  worst_ir_drop_vdd_mv: 0.0515
  internal_power_mw: 0.201
  p_total_mw: 0.343
  p_leak_nw: 1.03
timing:
  timing.fmax_mhz: 360
  final_max_slew_viol_count: 0
  worst_case_headroom_to_the_max_slew_limit_pct: 78.4
  final_hold_viol_count: 0
  setup_repair_after_global_routing_missed_its_margin: "true"
  setup_ws_ns: -0.278
  timing_worst_slew_pin_value_ns: 0.322
  final_min_period_over_clock_period_pct: 111
  worst_hold_margin_ns: 1.58
  setup_violations: 1
  final.min_clock_period_ns: 2.78
hold_path:
  worstHoldPathType: "in2out"
route:
  finalWirelength_um: 5380
  drc_errors: 0
  drt_iter0_markers: 79
  routed_wire_length_per_instance_um: 14.7
  dr_total_vias: 1407
  ant_nets: 0
  first_pass_iters: 4
  routed_via_density: 3.84
yosys:
  synth-cells-yosys: 132
  synth.distinct_cells: 39
  synthesis.yosys.warnings: 0
  syn_area_per_cell_um2: 7.89
  synth.yosys.chip_area_um2: 1040
  synth_seq_share_pct: 0
  syn_area_um2: 1040
  netlist_instances: 132
place:
  port_buffers: 83
  gp_routability_congestion: 0.823
  hpwl_um: 4700
  post_dp_cell_area_um2: 2270
grt:
  track_usage_pct: 7.54
  grt_first_pass_wirelength_um: 8130
  first_global_vias: 1529
  global_route.overflow_total: 0
  grt_start_max_net_pins: 6
  antenna_found_initial: 3
run_status:
  run_status: "finished with violations"
  violations_in_the_final_reports: "negative setup slack"
flow_run:
  count_of_warning_messages_emitted_by_the_tools: 77
  max_cap_viol_count: 0
cts:
  hold_buffers: 0
final timing paths:
kind	to	depth (start not counted)	start	slack, ns
setup / recovery	freeze	10	OP_D_i[26]	-0.28
hold / removal	ALU_Asel[0]	5	W_A3[1]	1.58
final cells by class:
type	instances	area (um2)	area share [%]
antenna	3	7.51	0.305
tap	108	135	5.50
multi-input combinational	120	1150	46.8
timing repair buffer	135	1170	47.4
Yosys cell counts, types with 2 or more instances:
cell       n  area share, %
xor2_1    34             29
xnor2_1   21             18
clkbuf_1   8            2.9
or4_1      7            5.0
nor2_1     6            2.2
nor3_1     6            2.9
nor4_2     6            7.2
nand3_1    3            1.4
nor4_1     3            1.8
a31oi_1    2            1.2
and3_1     2            1.2
buf_4      2            1.4
ha_1       2            2.4
nand2_1    2           0.72
nand4_1    2            1.2
nand4_2    2            2.4
o21ai_1    2           0.96
power by group through the flow:
stage,clock [mW],combinational [mW],sequential (mW)
finish,0.000000160,0.343,0
CTS,0,0.340,0
global route,0.000000160,0.371,0
repair_timing:
| item | in CTS | in global routing |
|---|---|---|
| endpoints found under the setup margin | 12 | 9 |
| gates resized | 118 | 25 |
| buffers inserted | 9 | 2 |
| pin swaps | 23 | 14 |
| cloned | 0 | 0 |
tightest hold or removal path, cell delays in order:
cell      delay, ns
clkbuf_2       0.10
buf_6          0.14
xor2_1         0.17
nor4_2         0.07
buf_2          0.10
cells by family (layout without fill, tap and decap cells):
family | count (synthesis) | in the layout | share of synthesized area [%]
other | 0 | 3 | 0
buffers and inverters | 12 | 135 | 5.89
XOR/XNOR | 55 | 55 | 46.3
AND-OR/OR-AND | 14 | 14 | 10.3
adder cells (fa/ha/maj) | 2 | 2 | 2.40
AND/OR/NAND/NOR | 49 | 49 | 35.1
per-layer routing:
metal / wire, um / part of all wire (%) / global-route usage, % / vias to the layer above
met1: 2470 / 46 / 10.3 / 635
met5: 0 / 0 / 0 / -
li1: - / - / - / 735
met3: 341 / 6.3 / 1.73 / 0
met4: 0 / 0 / 0.417 / 0
met2: 2560 / 48 / 12.4 / 37
metrics by stage:
stage	util [%]	setup slack [ns]	setup TNS, ns	cells
after floorplan	-	0.00197	0	132
after global placement	25.6	-0.915	-6.72	354
after detailed placement	25.6	-0.930	-6.84	354
after CTS	27.3	-0.356	-0.505	363
after global routing	27.8	-0.334	-0.349	366
final	27.8	-0.278	-0.278	366
Power and IR drop assume default switching activity.
